==> design.v <==
`timescale 1ns / 100ps
module alu #(
		parameter 			TransferA		=	2'b00,		
		parameter 			AddC			=	2'b01,
		parameter 			Add				=	2'b10,
		parameter 			TransferB		=	2'b11,
		parameter 			And				=	2'b00,		
		parameter 			Or				=	2'b01,
		parameter 			Xor				=	2'b10,
		parameter 			ComplementA		=	2'b11,
		parameter 			ShiftLeftA		=	2'b01,
		parameter 			ShiftRightA		=	2'b10,
		parameter 			Transfer0s		=	2'b11
)(
		input			[7:0]		A,							 
		input      		[7:0]		B,							 
		input      		[4:0]		Sel,						 
		input      					clk,						 
		input      					CarryIn,					 
		output   reg	[7:0]		Y							 
);
		reg				[7:0]		Asynch1,Asynch2,Asynch3;
		reg				[7:0]		Bsynch1,Bsynch2,Bsynch3;
		reg							CarryInsynch1,CarryInsynch2,CarryInsynch3;
		reg				[4:0]		Selsynch1,Selsynch2,Selsynch3;
always @(posedge clk) begin
					Asynch1	<=	A;
					Asynch2	<=	Asynch1;
					Asynch3	<=	Asynch2;
					Bsynch1	<=	B;
					Bsynch2	<=	Bsynch1;
					Bsynch3	<=	Bsynch2;
					Selsynch1	<=	Sel;
					Selsynch2	<=	Selsynch1;
					Selsynch3	<=	Selsynch2;
					CarryInsynch1	<=	CarryIn;
					CarryInsynch2	<=	CarryInsynch1;
					CarryInsynch3	<=	CarryInsynch2;
end
always @(Asynch3 or Bsynch3 or Selsynch3 or CarryInsynch3 ) begin
		case(Selsynch3[4:3])
				TransferA	:	begin
						if (Selsynch3[2] == 1'b0) begin
									case(Selsynch3[1:0])
										TransferA	:		Y	<=	Asynch3;	
										AddC		:		Y	<=	Asynch3 + Bsynch3 + CarryInsynch3;	
										Add			:		Y	<=	Asynch3 + Bsynch3;	
										TransferB	:		Y	<=	Bsynch3;	
										default		:		Y	<=  8'hxx;
									endcase
						end
						else begin
									case(Selsynch3[1:0])
										And			:		Y	<=	Asynch3 & Bsynch3;	
										Or			:		Y	<=	Asynch3 | Bsynch3;
										Xor			:		Y	<=	Asynch3 ^ Bsynch3;
										ComplementA	:		Y	<=	~ Asynch3;
										default		:		Y	<=  8'hxx;
									endcase
						end
					end
				ShiftLeftA	:		Y	<=	Asynch3 << 1;	
				ShiftRightA	:		Y	<=	Asynch3 >> 1;	
				Transfer0s	:		Y	<=	8'h00;
				default		:		Y	<=  8'hxx;
				endcase
end
endmodule
==> run.sh <==
#!/bin/bash
# OpenROAD 26Q1-2900-gdf79404cd8, Yosys 0.63+post, stock flow scripts
make -C /OpenROAD-flow-scripts/flow DESIGN_CONFIG=/design/flow/config.mk WORK_HOME=/design/flow/orfs finish
==> config.mk <==
export PLATFORM = sky130hd
export DESIGN_NAME = alu
export DESIGN_NICKNAME = alu
export VERILOG_FILES = /design/flow/design.v
export SDC_FILE = /design/flow/constraint.sdc
export NUM_CORES = 4
export LEC_CHECK = 1
export CORE_UTILIZATION = 50
==> constraint.sdc <==
current_design alu

set clk_period 4.2
set clk_io_pct 0.2

create_clock -name clk0 -period $clk_period [get_ports {clk}]

set non_clock_inputs [all_inputs -no_clocks]
set_input_delay [expr $clk_period * $clk_io_pct] -clock clk0 $non_clock_inputs
set_output_delay [expr $clk_period * $clk_io_pct] -clock clk0 [all_outputs]
==> flow_summary.toml <==
# physical design summary
[outcome]
status = "complete, no violations"

[yosys]
ys_cells = 246
flop_cell = "dfxtp_1"
async_reset_ff_share_pct = 0
synth.largest_area_cell = "dfxtp_1"
synth.top_cell.area_share_pct = 48.29
ys_ff = 66
yosysChipArea_um2 = 2736
avgSynthCellArea_um2 = 11.12
yosys.cell_types.count = 49
edf_count = 0
synth_area_um2 = 2736
synthTopCellsByArea = "dfxtp_1, ha_1, mux4_2"
yosysWarnings = 1
yosysSeqAreaShare_pct = 48.29
synthCells = 246

[setup_path]
critical_path_required_ns = 3.36
r2r_end = "Bsynch3[0]"
crit_type = "reg2out"
critPathLaunchType = "flip-flop"
r2r-start = "Bsynch2[0]"
r2r_cells = 0
crit_end = "Y[6]"
setup.worst_path.start = "Asynch3[0]"
ff2ff_setup_slack_ns = 3.77
cp.arrival_ns = 3.15
end_kind = "output port"
critPathMaxFanout = 5

[global_route]
grt_max_degree = 20
grt_pass1_wl_um = 8252
grt_pass1_vias = 1716
overflow = 0
grt_antenna_before_repair = 0
grtUsageMet2_pct = 26.55
grt_util_met3_pct = 3.528
met1_usage_pct = 31.34
busiest_layer = "met1"
grt_usage_pct = 18.64

[place]
place.gp.congestion = 0.8726
pre_cts_ws_ns = 0.5295
dpl.hpwl_um = 3491
numPortBuffers = 30
placed_cell_area_um2 = 3039

[clock_network]
clk_path_buf_depth = 2
cts_sinks = 66
root_buffer = "clkbuf_8"
numCtsBuffers = 9
path_clk_slew_ns = 0.07
cts_tree = "done"
htree_levels = 3
insertion_delay_ns = 0.33

[floorplan]
core_util_floorplan_pct = 52.57
die.size.x_um = 75.98
die_h_um = 75.98
io_pins = 31
core_area_um2 = 5205
die_area_um2 = 5773
placementRows = 26

[routing]
drcViolationCount = 0
routed_wl_um = 4937
ant_nets = 0
num_vias = 1834
first_iter_violations = 120
drtPass1Iterations = 4
wl_per_cell_um = 13.91
vias_per_cell = 5.166
antenna-diode-count = 0

[worst_hold_path]
hold_class = "reg2reg"
hold_depth = 0

[final_timing]
layout_setup_ws_ns = 0.2093
tightest_slew_ns = 0.7011
finalClockSkew_ns = 0.004166
fmax_mhz = 250.6
fin_crit_ns = 3.991
post-route-period-util_pct = 95.02
drv_slew = 0
setup_violations = 0
max_slew_margin_pct = 53.20
setup_tns_ns = 0
hold_violations = 0
rsz0062_at_grt = "false"

[pwr]
ir_drop_uv = 262.7
p_leak_nw = 1.388
power.density_nw_per_um2 = 448.4

[job]
tool_warnings = 34
maxCapViolCount = 0

[cells_and_area]
syn_to_final_growth_pct = 19.89
drive_gt1_share_pct = 13.33
final_cell_area_um2 = 3281
-- flip-flops by register name (all words and copies together) (netlist names) --
name / flops
Bsynch2: 8
Asynch2: 8
Bsynch3: 8
CarryInsynch3: 1
Bsynch1: 8
Asynch3: 8
CarryInsynch1: 1
Selsynch1: 5
CarryInsynch2: 1
Selsynch3: 5
Selsynch2: 5
Asynch1: 8
-- cell usage in the layout (no fill, tap or decap), drive strengths merged, types with 5 or more instances in the layout --
cell type and n:
o21ai 12, nand3 6, nand2 12, xnor2 5, ha 18, a21oi 12, clkdlybuf4s50 30, inv 26
mux4 8, clkbuf 9, nor2 10, dfxtp 66, a221oi 5
-- cell families after synthesis --
group | count (synthesis) | synth area share [%]
buffers and inverters | 34 | 7.225
multiplexers | 12 | 8.185
AND/OR/NAND/NOR | 48 | 9.557
AND-OR/OR-AND | 58 | 14.91
XOR/XNOR | 9 | 2.880
adder cells (fa/ha/maj) | 19 | 8.962
flip-flops | 66 | 48.29
-- worst min path at each step --
stage	to	start
6_report	Bsynch3[4]	Bsynch2[4]
5_1_grt	Asynch3[3]	Asynch2[3]
4_1_cts	Asynch3[4]	Asynch2[4]
-- metal layers --
metal	wire, um	vias up
li1	-	932
met1	2597	850
met2	2058	42
met3	187	10
met4	93	0
met5	0	-
-- synth_stat cells, types with 4 or more instances --
cell type and n:
clkbuf_8 6, nor2_1 10, inv_1 24, a31oi_1 4
a21oi_1 11, mux4_2 7, mux2i_1 4, ha_1 18
nand2_1 12, xnor2_1 5, xor2_1 4, o21ai_0 12
a221oi_1 5, nand2b_1 4, dfxtp_1 66, nand3_1 5
-- power by group --
group          switching [W]  internal [W]
sequential         0.0000236      0.000659
combinational      0.0000909      0.000112
clock               0.000246      0.000340
total               0.000360       0.00111
-- metrics by stage --
step	utilization [%]	instances	power [W]	hold WS (ns)
floorplan	-	246	0.0008268	0.3096
global placement	58.39	339	0.0008921	0.3095
global route	63.03	355	0.001540	0.3259
detailed placement	58.39	339	0.0008920	0.3121
finish	63.03	355	0.001471	0.3232
CTS	62.72	355	0.001482	0.3243
-- area by class of cell --
type                            count  area (um^2)
Fill cell                         447         1924
Tap cell                           70        87.58
Clock buffer                        9        123.9
Multi-Input combinational cell    146         1234
Clock inverter                      7        101.3
Timing Repair Buffer               33        322.8
Sequential cell                    66         1321
Inverter                           24        90.09
-- repair_timing --
| action | in CTS | in global routing |
|---|---|---|
| hold buffers | 0 | 0 |
| setup endpoints to repair | 0 | 2 |
| setup buffers | 0 | 0 |
| hold endpoints to repair | 0 | 0 |
| resized | 0 | 4 |
-- worst max-delay path, stage by stage (launching register included) --
cell	delay [ns]
dfxtp_1	0.34
ha_1	0.26
fa_2	0.38
a211o_4	0.37
a2111o_1	0.38
nand3_2	0.11
xor2_1	0.17
a22oi_1	0.11
o41ai_2	0.21
clkdlybuf4s50_1	0.50
No activity file was given, so power comes from the tool's default toggle rates.
